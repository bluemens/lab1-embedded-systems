--- ./run.sh ---
#!/bin/bash
# OpenROAD 26Q1-2900-gdf79404cd8, Yosys 0.63+post, stock flow scripts
make -C /OpenROAD-flow-scripts/flow DESIGN_CONFIG=/design/flow/config.mk WORK_HOME=/design/flow/orfs finish
--- ./config.mk ---
export PLATFORM = sky130hd
export DESIGN_NAME = lab1
export DESIGN_NICKNAME = lab1
export VERILOG_FILES = /design/flow/design.v
export SDC_FILE = /design/flow/constraint.sdc
export NUM_CORES = 4
export LEC_CHECK = 1
export CORE_UTILIZATION = 40
export SYNTH_MEMORY_MAX_BITS = 65536
--- ./constraint.sdc ---
current_design lab1

set clk_period 85.5
set clk_io_pct 0.2

create_clock -name clk0 -period $clk_period [get_ports {CLOCK_50}]

set non_clock_inputs [all_inputs -no_clocks]
set_input_delay [expr $clk_period * $clk_io_pct] -clock clk0 $non_clock_inputs
set_output_delay [expr $clk_period * $clk_io_pct] -clock clk0 [all_outputs]
--- ./design.v ---
module collatz( input logic         clk,    
		input logic 	    go,     
		input logic  [31:0] n,      
		output logic [31:0] dout,   
		output logic 	    done);  
	always_ff @(posedge clk) begin
		if (go) begin 
			dout <= n;
			done <= 0;
		end else if (dout != 1) begin
			if (dout[0])
				dout <= (3 * dout) + 32'd1;
			else
				dout <= dout / 2;
		end
		else begin
			done <= 1;		
		end
	end
endmodule
module hex7seg(
    input  logic [3:0] a,
    output logic [6:0] y
);
    always_comb begin
        case (a)
            4'h0: y = 7'b1000000;
            4'h1: y = 7'b1111001;
            4'h2: y = 7'b0100100;
            4'h3: y = 7'b0110000;
            4'h4: y = 7'b0011001;
            4'h5: y = 7'b0010010;
            4'h6: y = 7'b0000010;
            4'h7: y = 7'b1111000;
            4'h8: y = 7'b0000000;
            4'h9: y = 7'b0010000;
            4'hA: y = 7'b0001000;
            4'hB: y = 7'b0000011;
            4'hC: y = 7'b1000110;
            4'hD: y = 7'b0100001;
            4'hE: y = 7'b0000110;
            4'hF: y = 7'b0001110;
            default: y = 7'b1111111;
        endcase
    end
endmodule
module lab1( input logic        CLOCK_50,   
	     input logic [3:0] 	KEY,  
	     input logic [9:0] 	SW,  
	     output logic [6:0] HEX0, HEX1, HEX2, HEX3, HEX4, HEX5,
	     output logic [9:0] LEDR  
	     );
	logic                        clk, go, done;
	assign clk = CLOCK_50;
	logic k0 = 1'b0, k1 = 1'b0, k2, k3;
	logic k0_raw, k1_raw;
	logic [9:0] base_number;
	assign k0_raw = ~KEY[0];
	assign k1_raw = ~KEY[1];
	assign k2 = ~KEY[2];
	assign k3 = ~KEY[3];
	logic [7:0] k0_buf = 8'd0, k1_buf = 8'd0;
	always_ff @(posedge clk) begin
		k0_buf <= {k0_buf[6:0], k0_raw};
		k1_buf <= {k1_buf[6:0], k1_raw};
		if (&k0_buf) k0 <= 1'b1;
		else if (~|k0_buf) k0 <= 1'b0;
		if (&k1_buf) k1 <= 1'b1;
		else if (~|k1_buf) k1 <= 1'b0;
	end
	assign LEDR[7:0] = base_number;
	assign base_number = SW[9:0];
	logic [7:0] offset = 8'd0;
	logic [21:0] hold_ctrl;
	logic hold_tick;
	logic k0_prev = 1'b0, k1_prev = 1'b0;
	logic [7:0] repeat_wait = 8'd0; 
	logic [7:0] repeat_start_ticks = 8'd2;  
	always_ff @(posedge clk) begin
		hold_ctrl <= hold_ctrl + 22'd1;
	end
	assign hold_tick = (hold_ctrl == 22'd0);
	always_ff @(posedge clk) begin
		k0_prev <= k0;
		k1_prev <= k1;
		if (k2) begin
			offset <= 8'd0;
			repeat_wait <= repeat_start_ticks;
		end else if (k0 && !k1) begin
			if (!k0_prev) begin
				if (offset != 8'hFF) offset <= offset + 8'd1;
				repeat_wait <= repeat_start_ticks;
			end else if (hold_tick) begin
				if (repeat_wait != 8'd0) repeat_wait <= repeat_wait - 8'd1;
				else if (offset != 8'hFF) offset <= offset + 8'd1;
			end
		end else if (k1 && !k0) begin
			if (!k1_prev) begin
				if (offset != 8'h00) offset <= offset - 8'd1;
				repeat_wait <= repeat_start_ticks;
			end else if (hold_tick) begin
				if (repeat_wait != 8'd0) repeat_wait <= repeat_wait - 8'd1;
				else if (offset != 8'h00) offset <= offset - 8'd1;
			end
		end else begin
			repeat_wait <= repeat_start_ticks;
		end
	end
	logic k3_prev;
	always_ff @(posedge clk) begin
		k3_prev <= k3;
	end
	logic [31:0] range_start;
	assign go = k3 & ~k3_prev;
        assign range_start = {22'd0, base_number} + {24'd0, offset};
	logic [31:0] range_start_mux;
	assign range_start_mux = go ? {22'd0, base_number} : {24'd0, offset};
	logic [15:0] iters;
	range #(.RAM_WORDS(256), .RAM_ADDR_BITS(8)) u_range (
		.clk(clk),
		.go(go),
		.start(range_start_mux),
		.done(done),
		.count(iters)
	);
	logic [3:0] n_h, n_t, n_o;
	logic [3:0] i_h, i_t, i_o;
	assign n_h = range_start[11:8];
	assign n_t = range_start[7:4];
	assign n_o = range_start[3:0];
	assign i_h = iters[11:8];
	assign i_t = iters[7:4];
	assign i_o = iters[3:0];
	hex7seg H0(.a(i_o), .y(HEX0));
	hex7seg H1(.a(i_t), .y(HEX1));
	hex7seg H2(.a(i_h), .y(HEX2));
	hex7seg H3(.a(n_o), .y(HEX3));
	hex7seg H4(.a(n_t), .y(HEX4));
	hex7seg H5(.a(n_h), .y(HEX5)); 
endmodule
module range
   #(parameter
     RAM_WORDS = 16,             
     RAM_ADDR_BITS = 4)          
   (input logic         clk,     
    input logic 	go,      
    input logic [31:0] 	start,   
    output logic 	done,    
    output logic [15:0] count);  
	logic 		cgo;     
	logic                cdone;   
	logic [31:0] 	n;       
	collatz c1(.clk(clk),
	      .go(cgo),
	      .n(n),
	      .done(cdone),
	      .dout());
	logic [RAM_ADDR_BITS - 1:0] 	 num;          
	logic 			 running = 0;  
   	always_ff @(posedge clk) begin
		if (go) begin
			cgo <= 1;
			n <= start;
			running <= 1;
			num <= 0;
			din <= 0;
			done <= 0;
			we <=  0;
		end else if (running) begin	
			we <= 0;
			cgo <= 0;
			if (!cgo && !cdone) begin
				din <= din + 1;
			end
			if (we) begin
				if (num == RAM_ADDR_BITS'(RAM_WORDS - 1)) begin
					running <= 0;
					done <= 1;
				end else begin
					num <= num + 1;
					n <= n + 1;
					din <= 0;
					cgo <= 1;
				end
			end else if (cdone & !cgo) begin
				we <= 1;
			end
		end else begin
			done <= 0;
		end
	end		
	logic 			 we;                     
	logic [15:0] 		 din;                    
	logic [15:0] 		 mem[RAM_WORDS - 1:0];   
	logic [RAM_ADDR_BITS - 1:0] 	 addr;                   
	assign addr = we ? num : start[RAM_ADDR_BITS-1:0];
	always_ff @(posedge clk) begin
		if (we) mem[addr] <= din;
		count <= mem[addr];      
	end
endmodule
==> Changelog: implementation <==
## Implementation

- First-iteration detailed-routing DRC count: 5617
- H-tree Lvls: 5
- Number of placed cells counting well taps: 12895
- Highest-count logic cell in the final layout: edfxtp_1
- Path type of the worst min-delay path: reg -> reg
- Worst path slowest cell: clkdlybuf4s50_1
- Max incr delay on CP: 0.46 ns
- Die width: 574 µm
- Ys async rst share: 0
- Most numerous logic cells after layout: 3136 x edfxtp_1, 1112 x nand2_1, 569 x nor2_1
- Via density: 5.73
- Flops & latches, synth: 3231
- # setup viols final: 0
- Synthesized chip area reported by yosys: 131000 µm²
- P_sw: 0.847 mW
- CTS tree: built
- Combinational Area: 32600 µm²
- Post-CTS Hold Buffers: 0
- Cycle use final: 0.443
- Sw frac: 0.237
- GR Util All Layers: 0.248
- CP Max Fanout: 5
- Row Count: 209
- Int Pwr: 2.72 mW
- Final Max Slew Viols: 0
- Status: finished, final reports clean
- Crit path top cell by count: a21oi_1
- Average size of a mapped cell: 15.4 µm²
- Io pins: 67
- Core area: 325000 µm²
- Vias in the first global route: 80494
- Area growth from synthesis to layout: 14.6%
- Syn Inst Count: 8490
- Slew margin rel.: 0.140
- Final ANT Viol Nets: 0
- Endpoints failing hold: 0
- Share of cells above drive strength 1: 0.149
- Max IR drop VDD: 0.0156 mV
- Synth Warn #: 6
- Die ar.: 330000 µm²
- Worst Path Class, Setup: in -> out
- Static Leakage: 51.2 nW
- Distinct cell type count after synthesis: 84
- Congestion Overflow GR: 0
- Antenna violations before repair: 16
- Final WL: 377000 µm
- Max Fclk: 0.0264 GHz
- Critical-path cell list: clkdlybuf4s50_1 -> ha_1 -> fa_1 -> a21o_1 -> a21oi_1 -> o21bai_1 -> a21oi_1 -> o21bai_1 -> a21oi_1 -> xor2_1 -> inv_1 -> ha_1 -> mux2_2 -> clkdlybuf4s50_1
- # resized after CTS: 0
- Setup Skew: 0.0543 ns
- Drt wl/cell: 27.9 µm
- PwrDens: 23.8 nW/µm²
- Late-Pin Clk Latency: 0.96 ns
- First-pass GRT wire length: 546000 µm
- CP Data Required Time: 68.40 ns
- Vias: 77418
- Period minus WS final: 37.85 ns
- FP Util: 0.403
- Buffers on Ports: 64
- Comb power frac: 0.091
- Global placement routability congestion: 0.959
- RSZ-0062 raised after global routing: false
- Post-CTS Setup Repair Bufs: 0
- Number of buffers created by CTS: 335
- Util after Layout: 0.462
- Synth Seq Share: 0.733
- Worst-path clk slew: 0.06 ns
- Clk Tree Root Cell: clkbuf_16
- Share of power burned in registers: 0.507
- DP HPWL: 236000 µm
- Fin Setup TNS: 0 ns
- Synth Cell Area: 131000 µm²
- Number of clock sinks: 3231
- Max_cap viols: 0
- Largest net degree at the start of global routing: 118
- Clock power frac: 0.402
- Die Ht: 574 µm
- Worst-Margin Slew: 1.29 ns
- Fin cells: 13512
- Worst Setup End Kind: output port
- Ys flop type: edfxtp_1
- Tool warnings: 80
- Register area: 96100 µm²
- Crit start category: input port
- Critical Path AT: 20.75 ns
- Layout fillers: 26967
- Pre-antenna DRT Iters: 6
- Longest Clk Path Bufs: 4
- Number of synthesized flops with an enable pin: 3136
- # Cells Yosys: 8490
- DRC violations left: 0
[final timing paths]
check	from	end	slack (ns)	cells after the start
setup reg to reg	k3_prev$_DFF_P_	u_range.count[5]$_DFF_P_	78.84	16
setup / recovery	SW[0]	HEX5[0]	47.65	14
hold / removal	k0_buf[5]$_DFF_P_	k0_buf[6]$_DFF_P_	0.36	0
hold reg to reg	k0_buf[5]$_DFF_P_	k0_buf[6]$_DFF_P_	0.36	0
[flip-flops by register name (all words and copies together) (netlist names), 12 cells and up, named ones only]
| name | count |
|---|---|
| u_range.mem | 3072 |
| u_range.n | 32 |
| u_range.c1.dout | 31 |
| hold_ctrl | 22 |
| u_range.count | 12 |
| u_range.din | 12 |
[power by group through the flow]
stage / Sequential, mW / Clock (mW) / Combinational, mW
finish: 1.81 / 1.43 / 0.326
CTS: 1.81 / 1.45 / 0.325
global route: 1.81 / 1.51 / 0.358
[worst max-delay path, delay by kind of cell]
family / cells / cell delay [ns]
AOI/OAI and AO/OA: 6 / 1.20
xor gates and xnor gates: 1 / 0.36
adders and majority gates: 3 / 0.86
buffers and inverters: 3 / 0.94
muxes: 1 / 0.27
[stage by stage]
stage	power (mW)	area (µm²)	setup slack, ns	hold WS [ns]
4_1_cts	3.59	150000	47.64	0.360
3_3_place_gp	2.16	139000	47.52	0.337
2_1_floorplan	2.05	131000	48.91	0.331
6_report	3.57	150000	47.65	0.363
3_5_place_dp	2.16	139000	47.65	0.341
5_1_grt	3.68	150000	47.38	0.369
[cells by family after synthesis]
logic type / count (synthesis) / share of synthesized area
xor gates and xnor gates: 108 / 0.00722
AOI/OAI and AO/OA: 1159 / 0.0656
and+or+nand+nor: 2497 / 0.0835
muxes: 755 / 0.0797
other: 1 / 0.0000286
buffers and inverters: 631 / 0.0204
DFF: 3231 / 0.733
adders and majority gates: 108 / 0.0105
[synth_stat cells (all sizes together), types with 47 or more instances]
cell type | count | area (µm²)
edfxtp | 3136 | 94200
nand2 | 1113 | 4180
nor2 | 580 | 2180
mux2i | 472 | 4720
nand3 | 418 | 2090
clkbuf | 307 | 1150
buf | 226 | 1160
mux4 | 225 | 5070
o21ai | 175 | 876
a21oi | 151 | 756
nand4 | 149 | 932
ha | 105 | 1310
a2111oi | 104 | 911
inv | 97 | 364
dfxtp | 95 | 1900
a211oi | 88 | 661
a22oi | 81 | 608
o311a | 79 | 791
a32oi | 76 | 666
a31oi | 73 | 488
nor4 | 67 | 432
xnor2 | 59 | 517
mux2 | 58 | 653
xor2 | 49 | 429
o2111ai | 47 | 412
[layer usage]
layer	wire length (µm)	vias to the layer above	share of wire	GRT usage
met5	764	-	0.0020	0.0142
met4	17100	34	0.045	0.0873
met3	64300	714	0.17	0.186
met2	170000	4427	0.45	0.351
met1	125000	38147	0.33	0.296
li1	-	34096	-	-
[layout make-up]
| type | count | share of cell area |
|---|---|---|
| flip-flops and latches | 3231 | 0.640 |
| clock inverters | 189 | 0.0126 |
| multi-input cells | 4629 | 0.217 |
| well taps | 4325 | 0.0360 |
| repair buffers | 612 | 0.0325 |
| diodes | 8 | 0.000133 |
| clock buffers | 420 | 0.0592 |
| inverters | 98 | 0.00245 |
Power and IR drop assume default switching activity.
